[flow/constraint.sdc]
current_design cnt24

set clk_period 1.8
set clk_io_pct 0.2

create_clock -name clk0 -period $clk_period [get_ports {clk}]

set non_clock_inputs [all_inputs -no_clocks]
set_input_delay [expr $clk_period * $clk_io_pct] -clock clk0 $non_clock_inputs
set_output_delay [expr $clk_period * $clk_io_pct] -clock clk0 [all_outputs]
[flow/run.sh]
#!/bin/bash
# OpenROAD 26Q1-2900-gdf79404cd8, Yosys 0.63+post, stock flow scripts
make -C /OpenROAD-flow-scripts/flow DESIGN_CONFIG=/design/flow/config.mk WORK_HOME=/design/flow/orfs finish
[flow/design.v]
`timescale 1ns / 1ps
module cnt24(
    input clk,rst,
	 output reg [3:0] data_L,
	 output reg [3:0] data_H
    );
  initial data_L=0;
  initial data_H=0;
  always@(posedge clk or negedge rst)
  begin
    if (~rst)
	 begin
     data_L<=0;
     data_H<=0;
     end
    else if(data_H==2&data_L==3)
	   begin
		data_L<=0;
		data_H<=0;
		end
	 else if(data_L==9)
	   begin
		data_L<=0;
		data_H<=data_H+1;
		end
	 else
	   begin
		data_L<=data_L+1;
		end
	 end
endmodule
[flow/config.mk]
export PLATFORM = sky130hd
export DESIGN_NAME = cnt24
export DESIGN_NICKNAME = cnt24
export VERILOG_FILES = /design/flow/design.v
export SDC_FILE = /design/flow/constraint.sdc
export NUM_CORES = 4
export LEC_CHECK = 1
export CORE_AREA = 10 10 70 70
export DIE_AREA = 0 0 80 80
==> run summary <==
Implementation run completed; key figures follow.

Outcome:
- The flow ran to the end, and the final reports show no timing, DRC or antenna violations.

Yosys:
- The run puts the number of cell instances after yosys synthesis at 36.
- The run gives the synthesis area per yosys as 413 µm².
- The commonest cells after synthesis are 8 x sky130_fd_sc_hd__dfrtp_1, 6 x sky130_fd_sc_hd__nor2_1, 4 x sky130_fd_sc_hd__ha_1, 4 x sky130_fd_sc_hd__xnor2_1, 3 x sky130_fd_sc_hd__inv_1.
- After synthesis the netlist holds a flip-flop and latch count of 8.
- The run gives the sequential cell area fraction in the yosys report as 48.5%.
- The synthesis report lists the Yosys warning total as 1.
- The run puts the number of enable-type register cells in the synthesized netlist at 0.
- The run gives the instance tally after logic synthesis as 36.
- Summed over all instances, the cell type with the most area after synthesis is sky130_fd_sc_hd__dfrtp_1.
- The run puts the async set-reset flop share out of synthesis at 100%.
- The run gives the post-synthesis instance area as 413 µm².
- The run puts the per-instance average area after synthesis at 11.5 µm².
- The run puts the distinct cell type count of the synthesized netlist at 16.
- Looking at the gate-level netlist, the highest instance count belongs to sky130_fd_sc_hd__dfrtp_1.
- The run puts the area share of the largest cell type after synthesis at 48.5%.
- The synthesis report names the predominant flop master as sky130_fd_sc_hd__dfrtp_1.
- Sorting the synthesized cells by area gives the leading types as sky130_fd_sc_hd__dfrtp_1 48%, sky130_fd_sc_hd__ha_1 12%, sky130_fd_sc_hd__xnor2_1 8.5%.

Final timing:
- Of the available clock period, the critical path in the final layout requires 88.2%.
- The run gives the setup total negative slack as 0 ps.
- The run gives the hold violation total from the final report as 0.
- The run puts the clock tree skew after final layout at 0.880 ps.
- The final timing report derives a shortest allowable period of 1590 ps.
- The run gives the worst-margin pin slew as 478 ps.
- The run puts the peak clock frequency supported by timing at 630 MHz.
- The run puts the max-slew headroom at the worst pin at 67.8%.
- Setup repair after global routing left no endpoint under its margin.
- The final timing report counts setup violations totalling 0.
- The run puts the final max-slew violation count at 0.

Floorplanning:
- The horizontal die dimension reported for this design is 80 µm.
- The run puts the die height at 80 µm.
- The run gives the effective utilization at floorplan as 12.1%.
- The run gives the number of placed I/O pins as 10.
- The region available for standard cell placement spans 3420 µm².
- The run puts the die footprint at 6400 µm².
- The run puts the number of rows in the core area at 21.

Global route:
- The run gives the total congestion overflow after global routing as 0.
- The global routing stage identified its most utilized layer as met2.
- For met1 alone, demand over resource in global routing was 3.53%.
- The run gives the initial antenna violation count as 0.
- The run gives the fraction of met3 tracks used by global routing as 2.73%.
- The run puts the overall track demand over capacity in global routing at 2.82%.
- The run puts the first-pass GRT wire length at 1.43 mm.
- The run puts the number of global-route vias before repair at 289.
- The run puts the global routing usage on met2 at 3.53%.
- The run gives the pin count of the biggest net entering global routing as 9.

Clocking:
- The run gives the root cell of the clock tree as sky130_fd_sc_hd__clkbuf_4.
- The number of clock buffers added by TritonCTS is 3.
- For this design, the sink count on the clock tree is 8.
- The run gives the clock tree buffer depth as 2.
- Buffers added to address setup during post-CTS repair amount to 0.
- CTS built an H-tree with a depth of 1.
- The run puts the clock input transition at the sequential cells of the worst setup and hold paths at 50 ps.
- TritonCTS built the clock tree.
- The run puts the latest clock arrival within the worst-skew pair at 250 ps.
- After clock tree synthesis, the repair step resized 0 gates.
- The run gives the quantity of hold-fixing buffers added after cts as 0.

Route:
- The run puts the number of violations reported at the end of detailed-routing iteration 0 at 2.
- The run puts the detail-routed via count per cell at 3.24.
- The pre-antenna-repair detailed-routing pass consisted of 2 iterations.
- The run puts the via count at 305.
- The run puts the routed length per placed instance at 9.04 µm.
- In the routed netlist, the antenna diode instances number 0.
- Per the detailed-route log, wirelength across all metal layers totals 850 µm.
- The run gives the post-route antenna net violation count as 0.
- The run gives the final routed DRC violation total as 0.

Pwr:
- The run gives the switching share of power as 18.9%.
- The run puts the sequential cell fraction of total power at 56.6%.
- The run puts the reported net switching power at 0.0601 mW.
- The run gives the share of total power in the clock network as 41.7%.
- The run gives the power per cell area as 546 nW/µm².
- The run gives the internal cell power as 0.258 mW.
- The power report attributes to the combinational group a share of 1.6%.
- The analysis reports a worst IR drop on VDD of 0.000394 V.
- The run gives the power consumption as 0.318 mW.
- The leakage component of the power was reported as 0.261 nW.

Setup path:
- The run gives the slowest cell on the critical path as sky130_fd_sc_hd__clkdlybuf4s50_1.
- Per STA, the worst path accumulates the most delay in the family buffers and inverters.
- The run puts the largest stage delay on the critical path at 510 ps.
- STA classifies the critical path startpoint as a flop.
- The run puts the arrival time at the worst endpoint at 1230 ps.
- The run gives the total buffers and inverters traversed by the critical path as 1.
- The worst setup path is captured at an output port.
- The run gives the required time of the critical path as 1440 ps.
- The cell sequence reported for the critical path is clkdlybuf4s50_1.
- The run gives the largest fanout on the critical path as 7.
- In the setup report, the worst path falls into the class flop to output port.

Run:
- The run puts the number of warnings the tools reported at 27.
- The run gives the reported max-cap violation count as 0.

Placement:
- The run puts the final weighted congestion in routability-driven placement at 0.795.
- The run puts the quantity of I/O buffers inserted on ports at 9.
- The run gives the placed wire-length estimate after detailed placement as 694 µm.
- The run puts the number of cells in the design after placement at 91.

Final layout:
- The run puts the number of cells in the finished layout apart from fillers at 94.
- Compared with the post-synthesis result, the final layout area differs by 41.2%.
- Of the cells placed in the final design, the portion with a size suffix greater than 1 is 12.5%.

Min path:
- Checking hold timing, the worst path is listed with class primary input to async pin.
## kinds of logic (layout without fill, tap and decap cells)
group	after synthesis	count (layout)	synth area share (%)
compound gates	1	1	3.94
xor+xnor	5	5	10.6
fa+ha+maj	4	4	12.1
buf+inv	3	15	2.73
flops	8	8	48.5
mux	1	1	2.42
simple gates	14	14	19.7
## sequential cells by signal (all words and copies together) (netlist names)
name	flops
data_H	4
data_L	4
## cell usage in the layout (no fill, tap or decap), drive strengths merged
cell type	n
clkdlybuf4s50	9
dfrtp	8
nor2	6
xnor2	4
ha	4
inv	3
clkbuf	3
nand2b	2
nand3b	1
o41ai	1
nand3	1
xor2	1
and3b	1
nand2	1
nor4	1
mux2i	1
nand4	1
## metal layers
| layer | part of all wire (%) | vias up |
|---|---|---|
| met2 | 35 | 10 |
| met3 | 15 | 2 |
| li1 | - | 145 |
| met5 | 0 | - |
| met1 | 48 | 148 |
| met4 | 1.4 | 0 |
## power groups by stage
stage / logic [mW] / clock network, mW / registers (mW)
4_1_cts: 0.00568 / 0.140 / 0.180
5_1_grt: 0.00609 / 0.148 / 0.180
6_report: 0.00524 / 0.133 / 0.180
## final cells by class
| type | count | area, µm² |
|---|---|---|
| timing repair buffer | 9 | 90.1 |
| sequential | 8 | 200 |
| fill | 395 | 2830 |
| inverter | 3 | 11.3 |
| clock buffer | 3 | 22.5 |
| tap | 46 | 57.6 |
| multi-input combinational | 25 | 201 |
## worst paths after layout
path                        endpoint  cells after the start  slack [ps]      start
setup / recovery           data_L[2]                      1         210  data_L[2]
hold / removal             data_L[2]                      1         390        rst
setup reg to reg           data_L[3]                      5         340  data_H[0]
hold reg to reg            data_L[0]                      1         520  data_L[0]
max in group asynchronous  data_H[3]                      1        1150        rst
min in group clk0          data_L[0]                      1         520  data_L[0]
## metrics by stage
stage	area (µm²)	setup slack, ps	util [%]	hold slack, ps
2_1_floorplan	413	523	-	64.4
3_3_place_gp	561	373	16.4	505
3_5_place_dp	561	358	16.4	515
4_1_cts	583	184	17.1	396
5_1_grt	583	150	17.1	406
6_report	583	212	17.1	386
Power and IR drop assume default switching activity.
